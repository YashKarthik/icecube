==> design/flow/design.v <==
`default_nettype none
module buffer(
    input wire i_clk,
    input wire i_rst,
    input wire [7:0] i_data,
    output wire [7:0] o_mat [9],
    output wire o_recvd
);
    integer i;
    reg [3:0] w_addr;
    reg [7:0] memory [9];
    assign o_mat = memory;
    assign o_recvd = (w_addr == 9);
    always @ (posedge i_clk) begin
        if (i_rst) begin
            w_addr <= 0;
            for (i=0; i<10; i=i+1) memory[i] <= 0;
        end else begin
            if (w_addr == 9) begin
                memory[0] <= i_data;
                w_addr <= 1;
            end else  begin
                memory[w_addr] <= i_data;
                w_addr <= w_addr + 1;
            end
        end
    end
endmodule
`default_nettype none
module clock #(
    parameter integer COUNTER_WIDTH = 13,
    parameter reg[COUNTER_WIDTH-1:0] MAX_COUNT = 624
) (
    input wire i_clk,
    input wire i_rst,
    output reg o_clk
);
    reg [COUNTER_WIDTH-1:0] counter;
    always @ (posedge i_clk, posedge i_rst) begin
        if (i_rst) begin
            counter <= 0;
            o_clk <= 0;
        end else if (counter == MAX_COUNT) begin
            counter <= 0;
            o_clk <= ~o_clk;
        end else begin
            counter <= counter + 1;
        end
    end
endmodule
`default_nettype none
module main (
    input wire clk,
    input wire RX,
    input wire[3:0] SW,  
    output wire TX,
    output wire LED_R,
    output wire LED_G,
    output wire LED_B
);
    wire baud_clk;
    wire mat_ready;
    wire [7:0] mat_tx;
    wire tx_ready;
    wire LED_R_inv;
    wire LED_G_inv;
    wire LED_B_inv;
    wire [7:0] mat_in [9];
    wire [7:0] mat_out [9];
    wire [7:0] mat_cells;
    reg state = 0;
    reg trigger = 0;
    reg [7:0] mat_a [9];
    reg [7:0] mat_b [9];
    assign LED_B = ~LED_B_inv;
    assign LED_R = ~LED_R_inv;
    assign LED_G = ~LED_G_inv;
    clock baud(
        .i_clk(clk),
        .i_rst(~SW[0]),
        .o_clk(baud_clk)
    );
    receiver uart_rx(
        .i_clk(clk),
        .i_rx(RX),
        .i_rst(~SW[0]),
        .o_data(mat_cells),
        .ready(LED_B_inv)
    );
    buffer mat_buff(
        .i_clk(clk),
        .i_rst(~SW[0]),
        .i_data(mat_cells),
        .o_mat(mat_in),
        .o_recvd(LED_G_inv)
    );
    matmul multiplier(
        .i_clk(clk),
        .i_trigger(trigger),
        .i_a(mat_a),
        .i_b(mat_b),
        .o_ready(mat_ready),
        .o_result(mat_out)
    );
    tx_buffer tx_buff (
        .i_clk(clk),
        .i_rst(~SW[0]),
        .i_next(LED_R),
        .i_mat(mat_out),
        .o_data(mat_tx),
        .o_ready(tx_ready)
    );
    transmitter uart_tx(
        .i_clk(baud_clk),
        .i_tx_start(tx_ready),
        .busy(LED_R_inv),
        .i_data(mat_tx),
        .o_data(TX)
    );
    always @ (posedge clk) begin
        if (~LED_G) begin
            if (state == 0) begin
                mat_a <= mat_in;
                state <= 1;
                trigger <= 0;
            end else begin
                mat_b <= mat_in;
                state <= 0;
                trigger <= 1;
            end
        end
    end
endmodule
`default_nettype none
module matmul (
    input wire i_clk,
    input wire i_trigger,
    input wire [7:0] i_a [9],
    input wire [7:0] i_b [9],
    output wire o_ready,
    output reg [7:0] o_result [9]
);
    localparam
        READY        = 1'b0,
        PROCESSING   = 1'b1;
    reg state = READY;
    reg [7:0] mat_a [9];
    reg [7:0] mat_b [9];
    reg [7:0] mat_res [9];
    integer row;
    integer col;
    assign o_ready = (state == READY);
    always @(posedge i_clk) begin
        if (i_trigger && state == READY) begin
            state <= PROCESSING;
            mat_a <= i_a;
            mat_b <= i_b;
        end else begin
            state <= READY;
            for (row = 0; row < 3; row = row + 1) begin
                for (col = 0; col < 3; col = col + 1) begin
                    mat_res[row*3 + col] <= mat_a[row*3 + 0] * mat_b[0*3 + col] +
                                            mat_a[row*3 + 1] * mat_b[1*3 + col] +
                                            mat_a[row*3 + 2] * mat_b[2*3 + col];
                end
            end
        end
    end
    always @ (i_clk) begin
        if (state == READY) begin
            o_result <= mat_res;
        end
    end
endmodule
`default_nettype none
module receiver(
    i_clk,
    i_rx,
    i_rst,
    o_data,
    ready
);
    input wire i_clk;
    input wire i_rx;
    input wire i_rst;
    output reg ready;
    output reg[7:0] o_data;
    reg continue_rx;
    reg prev;
    reg rx_steady_val;
    reg [1:0] steady;
    reg[7:0] s_data;
    reg[3:0] bit_counter;
    wire baud_clk;
    wire internal_clk;
    clock internal_clk_gen(
        .i_clk(i_clk),
        .i_rst(i_rst),
        .o_clk(internal_clk)
    );
    clock baud_gen(
        .i_clk(i_clk),
        .i_rst(i_rst),
        .o_clk(baud_clk)
    );
    always @ (posedge internal_clk) begin
        if (steady == 2'b11) begin
            rx_steady_val <= prev;
            steady <= 0;
        end else if (prev == i_rx) begin
            steady <= steady + 1;
        end else begin
            steady <= 0;
            prev <= i_rx;
        end
    end
    always @ (posedge baud_clk, posedge i_rst) begin
        if (i_rst) begin
            continue_rx <= 0;
            bit_counter <= 0;
            s_data <= 0;
            o_data <= 0;
            ready <= 0;
        end else if (continue_rx) begin
            if (bit_counter < 8) begin
                s_data <= {rx_steady_val, s_data[7:1]};
                bit_counter <= bit_counter + 1;
                ready <= 0;
            end else begin
                continue_rx <= 0;
                o_data <= s_data;
                ready <= 1;
            end
        end else if (~rx_steady_val) begin
            continue_rx <= 1;
            bit_counter <= 0;
            s_data <= 0;
            ready <= 0;
        end
    end
endmodule
`default_nettype none
module transmitter(
    i_clk,
    i_tx_start,
    i_data,
    o_data,
    busy
);
    input wire i_clk;
    input wire i_tx_start;
    input wire[7:0] i_data;
    output reg busy;
    output reg o_data;
    reg continue_tx;
    reg[9:0] s_data;
    reg[3:0] bit_counter;
    always @ (posedge i_clk) begin
        if (continue_tx) begin
            o_data <= s_data[0];
            s_data <= s_data >> 1;
            busy <= 1;
            bit_counter <= bit_counter + 1;
            continue_tx <= (bit_counter < 9) ? 1'b1 : 1'b0;
        end else if (i_tx_start) begin
            continue_tx <= 1;
            bit_counter <= 0;
            s_data <= {1'b1, i_data, 1'b0};
            busy <= 0;
            o_data <= 1;
        end else begin
            o_data <= 1;
            busy <= 0;
        end
    end
endmodule
`default_nettype none
module tx_buffer (
    input wire i_clk,
    input wire i_rst,
    input wire i_next,
    input wire [7:0] i_mat [9],
    output wire [7:0] o_data,
    output wire o_ready
);
    reg [3:0] r_addr;
    reg ready;
    assign o_ready = ready;
    assign o_data = i_rst ? 0 : i_mat[r_addr];
    always @(posedge i_clk) begin
        if (i_rst) begin
            r_addr <= 0;
            ready <= 0;
        end else if (i_next && r_addr < 10) begin
            r_addr <= r_addr + 1;
            ready <= 1;
        end else begin
            ready <= 0;
        end
    end
endmodule
==> design/flow/run.sh <==
#!/bin/bash
# OpenROAD 26Q1-2900-gdf79404cd8, Yosys 0.63+post, stock flow scripts
make -C /OpenROAD-flow-scripts/flow DESIGN_CONFIG=/design/flow/config.mk WORK_HOME=/design/flow/orfs finish
==> design/flow/config.mk <==
export PLATFORM = sky130hd
export DESIGN_NAME = main
export DESIGN_NICKNAME = main
export VERILOG_FILES = /design/flow/design.v
export SDC_FILE = /design/flow/constraint.sdc
export NUM_CORES = 4
export LEC_CHECK = 1
export CORE_UTILIZATION = 40
export SYNTH_HDL_FRONTEND = slang
==> design/flow/constraint.sdc <==
current_design main

set clk_period 12.2
set clk_io_pct 0.2

create_clock -name clk0 -period $clk_period [get_ports {clk}]

set non_clock_inputs [all_inputs -no_clocks]
set_input_delay [expr $clk_period * $clk_io_pct] -clock clk0 $non_clock_inputs
set_output_delay [expr $clk_period * $clk_io_pct] -clock clk0 [all_outputs]
==> results.tsv <==
metric	value	unit
synth_cell_types	52	
core-area	114800	um^2
dr.first_iter.drc_count	1571	
edf_count	377	
synth_warnings	0	
maxSlewViolCount	0	
io_buffers	6	
async_flop_share	10.65	%
clock_latency	0.64	ns
syn_area	46470	um^2
antenna_found_initial	3	
grt_pass1_vias	29460	
unclocked_regs	115	
ff_type	edfxtp_1	
overflow	0	
unconstrained_endpoints	133	
numCtsBuffers	54	
synth_flop_count	601	
dr.pass1.iters	5	
placed_area	48410	um^2
final_cell_area	50220	um^2
slew-limit-headroom	40.33	%
ant_nets	0	
hold_viol	0	
ys_cells	4328	
cts-root-buf	clkbuf_16	
ir_drop	0.1318	mV
critPathLaunchType	register	
fmax	151.3	MHz
cp.required	12.57	ns
power_density	70.41	nW/um^2
cp.arrival	6.98	ns
grt_usage	23.09	%
die_h	342.8	um
htreeDepth	2	
leakage	21.98	nW
synthCells	4328	
mostFrequentLayoutCell	inv_1	
min_period	6.612	ns
post_cts_buffers	0	
cts_hold_buf	0	
drc_errors	0	
drv_cap	0	
warnings	35	
cts_resized	0	
lay_top_cells	inv_1, nand2_1, and2_1	
outcome	completed	
synthToLayoutAreaGrowth	8.070	%
setup_tns	0	ns
syn_area_per_cell	10.74	um^2
cp_max_fo	24	
critical_path_class	register to register	
crit_path_end_kind	register	
cts_tree	done	
dieArea	117500	um^2
rsz0062_at_grt	false	
clockBufferDepth	3	
routedWlPerCell	20.73	um
io_pins	10	
hp-class	register to register	
num_rows	124	
setup_viol	0	
finalClockSkew	0.03009	ns
drive_above_1_share	5.568	%
grt_max_degree	73	
routed_via_density	4.850	
period_used_share	54.19	%
tightest_slew	0.8950	ns
n_fill_cell	10550	
chipWidth	342.8	um
dp_hpwl	82260	um
place_congestion	0.9514	
yosys-stat-area	46470	um^2
clkTransAtPathRegs	0.07	ns
routed_wl	121500	um
vias	28420	
grt_first_pass_wirelength	186000	um
initCoreUtil	40.47	%
## path summary, 6_finish.rpt
path | to | cells past startpoint | slack (ns) | startpoint
worst max register to register | multiplier.mat_res[47]$_DFFE_PN_ | 18 | 5.59 | multiplier.mat_b[64]$_DFFE_PP_
worst max-delay path | multiplier.mat_res[47]$_DFFE_PN_ | 18 | 5.59 | multiplier.mat_b[64]$_DFFE_PP_
worst min-delay path | multiplier.mat_a[27]$_DFFE_PP_ | 0 | 0.41 | mat_a[27]$_DFFE_PP_
min in group asynchronous | baud.counter[10]$_DFF_PN0_ | 2 | 2.34 | SW[0]
max in group asynchronous | uart_rx.baud_gen.counter[11]$_DFF_PN0_ | 3 | 8.92 | SW[0]
worst min register to register | multiplier.mat_a[27]$_DFFE_PP_ | 0 | 0.41 | mat_a[27]$_DFFE_PP_
## metal layers
| layer | track usage, % | routed length, um | up-vias | share of wire [%] |
|---|---|---|---|---|
| li1 | - | - | 13360 | - |
| met1 | 33.84 | 50130 | 13600 | 41 |
| met2 | 32.12 | 51340 | 1240 | 42 |
| met3 | 10.87 | 15230 | 231 | 13 |
| met4 | 6.585 | 4806 | 0 | 4.0 |
| met5 | 0 | 0 | - | 0 |
## final cells by class
| cell class | count | area [um^2] | share of cell area [%] |
|---|---|---|---|
| Multi-Input combinational cell | 2849 | 27340 | 54.45 |
| Sequential cell | 601 | 15770 | 31.40 |
| Inverter | 685 | 2576 | 5.130 |
| Tap cell | 1512 | 1892 | 3.767 |
| Clock buffer | 74 | 1539 | 3.065 |
| Timing Repair Buffer | 109 | 830.8 | 1.654 |
| Clock inverter | 28 | 262.8 | 0.5232 |
| Antenna cell | 2 | 5.005 | 0.009967 |
## synthesized netlist by cell type (51+ instances only)
master    count  share of area, %
a21boi_0     59              0.95
clkbuf_1    140               1.1
inv_1       685               5.5
fa_1        468                20
dfrtp_1      64               3.4
and2_1      481               6.5
edfxtp_1    377                24
nand2_1     618               5.0
dlxtn_1      72               2.3
xor2_1       77               1.5
ha_1        465                13
xnor2_1     371               7.0
dfxtp_1      88               3.8
nand3_1      51              0.55
## cells by family (layout without fill, tap and decap cells)
kind of cell,count (synthesis),in the layout,synth area share [%]
adder cells (fa/ha/maj),933,933,32.68
flip-flops,529,529,31.60
other,0,2,0
AND/OR/NAND/NOR,1258,1258,13.33
AND-OR/OR-AND,137,137,1.944
XOR/XNOR,463,463,9.091
buffers and inverters,878,896,7.292
multiplexers,58,58,1.726
latches,72,72,2.324
## flip-flops by register name, indices dropped and copies added (netlist names), 2 cells and up
register	count
mat_buff.w_addr	4
multiplier.o_result	72
uart_rx.baud_gen.counter	13
baud.counter	13
mat_a	72
uart_rx.steady	2
uart_rx.bit_counter	4
uart_rx.s_data	8
uart_tx.bit_counter	4
mat_buff.o_mat	72
multiplier.mat_b	72
mat_b	72
tx_buff.r_addr	4
multiplier.mat_res	72
uart_rx.internal_clk_gen.counter	13
multiplier.mat_a	72
uart_rx.o_data	8
uart_tx.s_data	10
## where the power goes
group          switching, mW  internal (mW)
logic                 0.0817         0.0588
registers             0.0115           1.78
clock network          0.680          0.920
total                  0.773           2.76
## critical path: stages (launching register included)
cell	delay (ns)
edfxtp_1	0.32
buf_4	0.38
nand2_1	0.14
fa_1	0.52
fa_1	0.51
fa_1	0.54
inv_1	0.05
fa_1	0.48
fa_1	0.58
fa_1	0.53
inv_1	0.05
fa_1	0.48
inv_1	0.04
ha_1	0.31
a21o_1	0.17
a21oi_1	0.45
xnor2_1	0.20
xnor2_1	0.10
xnor2_1	0.45
## through the flow
stage	total power, mW	hold slack [ns]	util (%)	setup slack [ns]	cells
floorplan	1.926	0.4003	-	5.315	4328
global placement	1.971	0.4006	42.16	5.697	5756
detailed placement	1.972	0.4045	42.16	5.670	5756
CTS	3.586	0.3927	43.73	5.685	5858
global route	3.667	0.3932	43.73	5.318	5858
finish	3.536	0.4097	43.74	5.588	5860
No activity file was given, so power comes from the tool's default toggle rates.
